==> ./design.v <==
module part2_mac (
    input  logic                clk, 
    input  logic                reset,
    input  logic signed [ 7:0]  a, 
    input  logic signed [ 7:0]  b,  
    input  logic                valid_in,
    output logic signed [15:0]  f, 
    output logic                valid_out,
    output logic                overflow
);
    logic signed [ 7:0] a_int;
    logic signed [ 7:0] b_int;
    logic signed [15:0] c_int;
    logic signed [15:0] d_int;
    logic overflow_int;
    logic enable_f;
    assign c_int = (a_int * b_int);
    assign d_int = f + c_int;
    assign overflow_int = ( f[15] &  c_int[15] & !d_int[15]) |
                          (!f[15] & !c_int[15] &  d_int[15]);
    always_ff @(posedge clk)
        if (reset) begin
            a_int    <= 8'd0;
            b_int    <= 8'd0;
            enable_f <= 1'b0;
        end
        else if (valid_in) begin
            a_int    <= a;
            b_int    <= b;
            enable_f <= valid_in;
        end
        else begin
            enable_f <= 1'b0;
        end
    always_ff @(posedge clk)
        if (reset) begin
            f         <= 16'd0;
            valid_out <= 1'b0; 
        end
        else if (enable_f) begin
            f         <= d_int;
            valid_out <= 1'b1;
        end
        else begin
            valid_out <= 1'b0;
        end
    always_ff @(posedge clk)
        if (reset)
            overflow <= 1'b0; 
        else if (overflow_int && enable_f)
            overflow <= 1'b1;
endmodule
==> ./run.sh <==
#!/bin/bash
# OpenROAD 26Q1-2900-gdf79404cd8, Yosys 0.63+post, stock flow scripts
make -C /OpenROAD-flow-scripts/flow DESIGN_CONFIG=/design/flow/config.mk WORK_HOME=/design/flow/orfs finish
==> ./config.mk <==
export PLATFORM = sky130hd
export DESIGN_NAME = part2_mac
export DESIGN_NICKNAME = part2_mac
export VERILOG_FILES = /design/flow/design.v
export SDC_FILE = /design/flow/constraint.sdc
export NUM_CORES = 4
export LEC_CHECK = 1
export CORE_UTILIZATION = 30
==> ./constraint.sdc <==
current_design part2_mac

set clk_period 13.5
set clk_io_pct 0.2

create_clock -name clk0 -period $clk_period [get_ports {clk}]

set non_clock_inputs [all_inputs -no_clocks]
set_input_delay [expr $clk_period * $clk_io_pct] -clock clk0 $non_clock_inputs
set_output_delay [expr $clk_period * $clk_io_pct] -clock clk0 [all_outputs]
==> impl_metrics.tcl <==
# implementation run metrics
set metrics [dict create \
    comb_area_um2 3320 \
    syn_area_um2 4390 \
    synthArstFlopShare_pct 0 \
    cp_top_family "adder cells" \
    p_clk_share_pct 29.9 \
    crit_chain "and2_1 > fa_1 > inv_1 > fa_1 > inv_1 > fa_1 > inv_1 > fa_1 > inv_1 > ha_1 > a21oi_1 > o21bai_1 > a21oi_1 > o21a_1 > xnor2_1 > ha_1 > a21o_1 > a21oi_1 > nor2b_1 > o31ai_1 > a211oi_2 > a311o_1" \
    clock_sinks 35 \
    hold_path_class "reg2reg" \
    cts_resized 0 \
    wl_mm 8.66 \
    post_drt_wl_per_cell_um 12.3 \
    finalSetupViolCount 0 \
    hold_slack_ns 0.494 \
    io_pins 37 \
    gp_congestion 0.832 \
    period_used_pct 43.0 \
    synth_flops 35 \
    synth_seq_share_pct 16.0 \
    cp_slowest_cell "fa_1" \
    seqCellArea_um2 701 \
    antenna_found_initial 0 \
    worst_pin_slew_ns 0.530 \
    outcome "complete, no violations" \
    clk_latency_ns 0.28 \
    grt_pass1_vias 3152 \
    ant_nets 0 \
    synth.area.top_cells "fa_1, dfxtp_1, ha_1" \
    clockRootBuffer "clkbuf_16" \
    num_vias 3236 \
    grt_overflow 0 \
    first_pass_iters 4 \
    leakage_nw 2.53 \
    tns_ns 0 \
    die_x_um 123 \
    cpPeakStageDelay_ns 0.54 \
    rows 43 \
    intPower_mw 0.248 \
    dp_hpwl_mm 7.05 \
    yosysUniqueCellTypes 46 \
    path_max_fanout 9 \
    fillers 1429 \
    post-route-min-period_ns 5.81 \
    rsz0062_at_grt "no" \
    cap_violations 0 \
    yosys_cells 486 \
    top_cell_area_share_pct 25.6 \
    vias_per_cell 4.60 \
    p_switching_mw 0.127 \
    drt_iter0_markers 96 \
    p_per_area_nw_per_um2 73.5 \
    fp.dieH_um 123 \
    io_buffer_count 36 \
    critical_path_class "reg2reg" \
    diodes 0 \
    drc 0 \
    startpoint_type "register" \
    hold_violations 0 \
    grt_max_degree 40 \
    grt_pass1_wl_mm 15.0 \
    warnings 26 \
    edf_count 0 \
    fmax_ghz 0.172 \
    postCtsHoldBufs 0 \
    area_delta_synth_final_pct 16.2 \
    crit_buf_inv 4 \
    critPathArrivalTime_ns 5.98 \
    seqPwrFrac_pct 32.4 \
    post_cts_buffers 0 \
    core_um2 14100 \
    fp_util_pct 31.1 \
    yosys_warnings 1 \
    avgSynthCellArea_um2 9.03 \
    grt_usage_pct 13.0 \
    synth_chip_area_um2 4390 \
    ff_type "dfxtp_1" \
    cts.path.max_buffers 2 \
    cts_tree "yes" \
    p_comb_share_pct 37.7 \
    cts_inserted_buffers 5 \
    finalClockSkew_ns 0.00421 \
    yosys.area.top_type "fa_1" \
    die-area_um2 15100 \
    drive_above_1_share_pct 3.44 \
    critPathRequiredTime_ns 13.67 \
    relSlewSlack_pct 63.8 \
    switching_share_pct 33.9 \
    synthCells 486 \
    h-tree-depth 2 \
    slew_violations 0 \
    ir_drop_v 0.0000527 \
    clk_pin_slew_ns 0.06 \
    critPathCaptureType "register" \
]
-- cells by family after synthesis --
kind of cell               synth area share (%)
xor gates and xnor gates                   5.39
muxes                                      5.93
buffers and inverters                      8.39
AOI/OAI and AO/OA                          10.4
and+or+nand+nor                            15.2
adders and majority gates                  38.7
DFF                                        16.0
-- cell type report --
type / instances / area share [%]
multi-input cells: 353 / 65.1
clock buffers: 7 / 2.60
flip-flops and latches: 35 / 13.7
repair buffers: 39 / 7.51
well taps: 180 / 4.42
inverters: 89 / 6.55
clock inverters: 1 / 0.0982
-- cells in the mapped netlist, drive strengths merged, types with 11 or more instances --
library cell,count
a21o,11
a21oi,16
and2,41
dfxtp,35
fa,56
ha,46
inv,89
mux2i,26
nand2,26
nor2,46
xnor2,16
xor2,11
-- routing by layer --
metal / vias up / global-route usage (%) / wire length [um]
met4: 0 / 0.686 / 58
li1: 1629 / - / -
met5: - / 0 / 0
met1: 1558 / 21.0 / 4410
met2: 42 / 19.6 / 3870
met3: 7 / 2.26 / 321
-- per-stage QoR --
| stage | utilization (%) | instances | worst slack (ns) | instance area, um2 | power (mW) |
|---|---|---|---|---|---|
| global route | 36.2 | 704 | 7.25 | 5100 | 0.406 |
| floorplan | - | 486 | 8.06 | 4390 | 0.226 |
| CTS | 36.2 | 704 | 7.66 | 5100 | 0.382 |
| detailed placement | 35.2 | 696 | 7.69 | 4960 | 0.266 |
| finish | 36.2 | 704 | 7.69 | 5100 | 0.375 |
| global placement | 35.2 | 696 | 7.71 | 4960 | 0.265 |
-- cells in the final DEF (no fill, tap or decap), types with 2 or more instances in the layout --
cell             instances
inv_1                   89
fa_1                    56
nor2_1                  46
ha_1                    46
and2_1                  41
clkdlybuf4s50_1         36
dfxtp_1                 35
nand2_1                 26
mux2i_1                 26
xnor2_1                 16
a21oi_1                 15
xor2_1                  11
a21o_1                  10
o21ai_0                  9
clkbuf_16                5
nor3_1                   4
nor2b_1                  4
o21a_1                   3
o21bai_1                 3
nand3_1                  3
buf_4                    3
nand2b_1                 2
a2111oi_0                2
nand3b_1                 2
and3_1                   2
a211oi_2                 2
nor3b_1                  2
a31oi_1                  2
a311o_1                  2
clkbuf_1                 2
-- flip-flops by register name, summed over array words and instances (netlist names) --
name and count:
valid_out 1, enable_f 1, a_int 8, b_int 8, overflow 1, f 16
-- power groups by stage --
| stage | clock, mW | combinational [mW] | sequential, mW |
|---|---|---|---|
| CTS | 0.116 | 0.144 | 0.122 |
| global route | 0.121 | 0.161 | 0.123 |
| finish | 0.112 | 0.141 | 0.122 |
-- worst register-to-register path: stages, from the launching register on --
cell and delay, ns:
dfxtp_1 0.38, and2_1 0.21, fa_1 0.54, inv_1 0.06, fa_1 0.53, inv_1 0.05
fa_1 0.53, inv_1 0.05, fa_1 0.52, inv_1 0.04, ha_1 0.34, a21oi_1 0.23
o21bai_1 0.09, a21oi_1 0.24, o21a_1 0.21, xnor2_1 0.13, ha_1 0.29, a21o_1 0.22
a21oi_1 0.14, nor2b_1 0.07, o31ai_1 0.38, a211oi_2 0.13, a311o_1 0.32
-- worst paths after layout --
check                           slack, ns  endpoint  startpoint  depth (start not counted)
worst max-delay path                 7.69  overflow    a_int[5]                         22
worst max register to register       7.69  overflow    a_int[5]                         22
worst min-delay path                 0.49     f[13]       f[13]                          2
worst min register to register       0.49     f[13]       f[13]                          2
Power figures rest on the tool's default switching activity, not on a simulated workload.
